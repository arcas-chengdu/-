$ cat design/flow/config.mk
export PLATFORM = sky130hd
export DESIGN_NAME = main
export DESIGN_NICKNAME = main
export VERILOG_FILES = /design/flow/design.v
export SDC_FILE = /design/flow/constraint.sdc
export NUM_CORES = 4
export LEC_CHECK = 1
export CORE_AREA = 10 10 88 88
export DIE_AREA = 0 0 98 98
export SYNTH_HDL_FRONTEND = slang
$ cat design/flow/constraint.sdc
current_design main

set clk_period 2.9
set clk_io_pct 0.2

create_clock -name clk0 -period $clk_period [get_ports {clk}]

set non_clock_inputs [all_inputs -no_clocks]
set_input_delay [expr $clk_period * $clk_io_pct] -clock clk0 $non_clock_inputs
set_output_delay [expr $clk_period * $clk_io_pct] -clock clk0 [all_outputs]
$ cat design/flow/run.sh
#!/bin/bash
# OpenROAD 26Q1-2900-gdf79404cd8, Yosys 0.63+post, stock flow scripts
make -C /OpenROAD-flow-scripts/flow DESIGN_CONFIG=/design/flow/config.mk WORK_HOME=/design/flow/orfs finish
$ cat design/flow/design.v
module main(clk, reset_n, car_present, long_timer_value,
short_timer_value, farm_light, hwy_light);
input clk, reset_n, car_present;
input [5-1:0] long_timer_value;
input [5-1:0] short_timer_value;
output [1:0] farm_light;
output [1:0] hwy_light;
wire start_timer, short_timer, long_timer;
wire enable_farm, farm_start_timer, enable_hwy, hwy_start_timer;
assign start_timer = farm_start_timer || hwy_start_timer;
timer timer(clk, 
            reset_n, 
            start_timer, 
            short_timer,
            long_timer, 
            long_timer_value, 
            short_timer_value);
farm_control farm_control(clk, 
                          reset_n, 
                          car_present,
                          enable_farm, 
                          short_timer, 
                          long_timer, 
                          farm_light,
                          farm_start_timer, 
                          enable_hwy);
hwy_control hwy_control (clk,  
                         reset_n,  
                         car_present,
                         enable_hwy, 
                         short_timer, 
                         long_timer, 
                         hwy_light,
                         hwy_start_timer,
                         enable_farm);
short_time_lte_long_timer_assume: assume property((short_timer_value==5'd5)&& (long_timer_value==5'd15)) ;
forbid_hwy_light_and_farm_light_same_same_time: assert property(!(hwy_light==farm_light));
forbid_yellow_and_green__same_time: assert property(!(((hwy_light ==2'd1) && (farm_light == 2'd0)) ||  ((hwy_light == 2'd0) && (farm_light == 2'd1))) );
endmodule
module timer(clk, reset_n, start, short, long, long_timer_value,
short_timer_value);
input clk, reset_n, start;
output short, long;
input [5-1:0] long_timer_value, short_timer_value;
reg [1:0] state;
reg [5-1:0] timer;
assign short = ((state == 1) || (state == 2));
assign long = (state == 2);  
always @(posedge clk)
begin
  if (start || reset_n == 1'b0) begin
     timer <= 0;
     state <= 0;
  end
  else begin
     case (state)
     0:
        begin
          timer <= timer + 1;
          if (timer >= short_timer_value) 
             state <= 1;
        end
      1:
         begin
           timer <= timer + 1;
           if (timer >= long_timer_value) 
              state <= 2;
         end
endcase
end
end
long_not_be_one_in_reset_state_assume:assume property(@(posedge clk) (!reset_n) |-> (!long) );
endmodule
module farm_control(clk, reset_n, car_present, enable_farm,
short_timer, long_timer, farm_light, farm_start_timer,
enable_hwy);
input clk, reset_n, car_present, enable_farm, short_timer,
long_timer;
output [1:0] farm_light;
output farm_start_timer, enable_hwy;
reg [1:0] farm_light;
assign farm_start_timer = (((farm_light == 2'd0) &&
                          ((car_present == 0) || long_timer)) ||
                          (farm_light == 2'd2) && enable_farm);
assign enable_hwy = ((farm_light == 2'd1) && short_timer);
always @(posedge clk) begin
if (reset_n == 1'b0) begin
farm_light <= 2'd2;
end
else begin
case (farm_light)
2'd0:
if ((car_present == 0) || long_timer)
farm_light <= 2'd1;
2'd1:
if (short_timer) farm_light <= 2'd2;
2'd2:
if (enable_farm) farm_light <= 2'd0;
endcase
end
end
farm_light_only_be_GREEN_or_YELLOW_or_RED: assert property((farm_light==2'd0) || (farm_light==2'd1) || (farm_light==2'd2));
farm_light_will_be_YELLOW_when_GREEN_and_no_car: assert property( @(posedge clk) ((farm_light==2'd0) && (car_present==0)) |=> (farm_light==2'd1));
farm_light_will_be_YELLOW_when_GREEN_and_time_limit: assert property( @(posedge clk)  ((farm_light==2'd0) && long_timer) |=> (farm_light==2'd1));                       
farm_light_will_be_RED_when_YELLOW_and_time_limit: assert property( @(posedge clk) ((farm_light==2'd1) && short_timer) |=> (farm_light==2'd2));                           
farm_light_will_be_GREEN_when_farm_light_is_RED_and_hwy_light_is_YELLOW_and_time_limit: assert property ( @(posedge clk) ((farm_light==2'd2)&&enable_farm )  |=> (farm_light==2'd0) );
endmodule
module hwy_control(clk, reset_n, car_present, enable_hwy,
short_timer, long_timer, hwy_light, hwy_start_timer,
enable_farm);
input clk, reset_n, car_present, enable_hwy, short_timer,
long_timer;
output [1:0] hwy_light;
output hwy_start_timer, enable_farm;
reg [1:0] hwy_light;
assign hwy_start_timer =
(((hwy_light == 2'd0) && ((car_present == 1) &&
long_timer)) || (hwy_light == 2'd2) && enable_hwy);
assign enable_farm = ((hwy_light == 2'd1) &&
short_timer);
always @(posedge clk) begin
if (reset_n == 1'b0) begin
  hwy_light <= 2'd0;
end
else begin
case (hwy_light)
2'd0:
if ((car_present ==1) && long_timer)
hwy_light <=2'd1;
2'd1:
if (short_timer) hwy_light <= 2'd2;
2'd2:
  if (enable_hwy) hwy_light <= 2'd0;
endcase
end
end
hwy_light_only_be_GREEN_or_YELLOW_or_RED: assert property((hwy_light==2'd0) || (hwy_light==2'd1) || (hwy_light==2'd2));
hwy_light_will_be_YELLOW_when_GREEN_and_time_limit_and_farm_road_have_car: assert property(@(posedge clk) disable iff(reset_n==1'b0) ((hwy_light==2'd0)&&(car_present==1)&&long_timer)  |=> (hwy_light==2'd1) );
hwy_light_will_be_RED_when_YELLOW_and_time_limit:assert property(@(posedge clk) ((hwy_light==2'd1)&&short_timer) |=> (hwy_light==2'd2));
hwy_light_will_be_GREEN_when_RED_and_farm_light_in_YELLOW_and_time_limit: assert property(@(posedge clk) ((hwy_light==2'd2)&& enable_hwy) |=> (hwy_light==2'd0) );
hwy_light_will_eventually_be_GREEN_when_RED:assert property (@(posedge clk) hwy_light==2'd2 |=> s_eventually (hwy_light==2'd0 ) );
endmodule
==> results.toml <==
# generated from flow reports
[grt]
antenna_found_initial = 0
grt_pass1_vias = 707
grtUsageTotal_pct = 3.51
grt_max_degree = 11
grt-ovfl-total = 0
grt_first_pass_wirelength_um = 3030

[cells_and_area]
fillers = 630
logic_area_sq_um = 584
final_area_sq_um = 1200
area_delta_synth_final_pct = 34.5
flop_area_sq_um = 240
drive_gt1_share_pct = 4.88

[sta]
max_freq_mhz = 548
slew_violations = 0
slew_headroom_pct = 64.7
worst_slew_pin_slew_ps = 530
tns_ps = 0
fin_crit_sh_pct = 62.9
hold_viol_final = 0
rsz0062_at_grt = "no"
setup_viol = 0
fin_skew_ps = 1.68
min_period_ps = 1830

[worst_setup_path]
cp.arrival_ps = 1950
ff2ff_path_depth = 6
cp-end-kind = "register"
r2r_end = "hwy_control.hwy_light[1]"
worstPathRequired_ps = 3030
critPathMaxStageDelay_ps = 450
cp_top_family = "AND-OR/OR-AND gates"
path_max_fanout = 2
critPathBufInv = 2
slowest_stage = "clkdlybuf4s50_1"
crit_path_start = "short_timer_value[2]"
r2r_slack_ps = 1150
path_class = "in2reg"
cp-start-kind = "input port"
cp.depth = 7
endpoint = "timer.state[2]"
r2r_start = "hwy_control.hwy_light[0]"
cp_cell_sequence = "clkdlybuf4s50_1 > inv_1 > ha_1 > a21oi_1 > o21ai_0 > a31oi_1 > o2bb2ai_1"

[clocking]
cts_hold_buf = 0
h-tree-depth = 1
clk_latency_ps = 240
post-cts-setup-buffer-count = 0
cts_tree = "yes"
ctsResizeCount = 0
cts_root_buf = "clkbuf_8"
cts_buffers = 3
clkTransAtPathRegs_ps = 60
clkSinkCount = 12
clock_path_buffers = 2

[place]
dp_hpwl_um = 1470
numPortBuffers = 16
gp_congestion = 0.763
dpl-instance-area_sq_um = 1150

[floorplanning]
row_count = 28
core_sq_um = 5920
io_pins = 17
die_w_um = 98
dieArea_sq_um = 9600
fp_util_pct = 15.1
die_h_um = 98

[pwr]
power_density_nw_per_um2 = 447
power_leakage_nw = 0.543
irDropWorstVdd_mv = 0.109

[logic_synthesis]
edf_count = 0
netlist_instances = 103
ys.warnings.count = 0
ys_area_sq_um = 896
top_cells_by_area = "dfxtp_1 27%, ha_1 27%, inv_1 8.0%"
synth.largest_area_cell = "dfxtp_1"
ys_types = 28
synth_flops = 12
synth_area_sq_um = 896
ys_seq_share_pct = 26.8
avgSynthCellArea_sq_um = 8.70
synth_async_sr_flop_share_pct = 0
yosys_cells = 103
ys_dominant_reg_cell = "dfxtp_1"
synth_top_area_share_pct = 26.8

[drt]
wl_per_cell_um = 9.08
totalWireLength_um = 1800
drc = 0
ant_nets = 0
vias = 732
drt_pass1_iterations = 3
antenna_cells = 0
drt-initial-drc-count = 20
vias_per_cell = 3.70

[flow_run]
drv_cap = 0
log.warning_count = 31

[run_status]
outcome = "complete, no violations"

[min_path]
worstHoldPathType = "reg2reg"
-- where the power goes --
| group | internal (W) | total, W | leakage (nW) | switching, W |
|---|---|---|---|---|
| combinational | 0.0000828 | 0.000157 | 0.416 | 0.0000743 |
| clock | 0.000120 | 0.000187 | 0.0288 | 0.0000665 |
| sequential | 0.000179 | 0.000195 | 0.0976 | 0.0000157 |
-- per-layer routing --
layer,vias up,GRT usage (%),wire [um]
li1,395,-,-
met1,332,4.13,792
met2,3,6.60,964
met3,2,0.284,6
met4,0,0.895,35
met5,-,0,0
-- layout make-up --
cell class                      count  share of cell area, %
Timing Repair Buffer               16                   13.3
Clock buffer                        4                   4.57
Sequential cell                    12                   19.9
Inverter                           19                   5.92
Tap cell                           75                   7.79
Multi-Input combinational cell     72                   48.5
-- flip-flops by register name, indices dropped and copies added (netlist names) --
register,count
farm_control.farm_light,2
hwy_control.hwy_light,2
timer.state,3
timer.timer,5
-- worst min path at each step --
stage,start,endpoint,depth (start not counted)
5_1_grt,timer.state[1],timer.state[1],2
4_1_cts,timer.state[1],timer.state[1],2
6_report,timer.state[1],timer.state[1],2
-- cell families after synthesis --
| family | synth area share, % |
|---|---|
| and+or+nand+nor | 11.5 |
| adders and majority gates | 26.5 |
| AOI/OAI and AO/OA | 21.0 |
| xor gates and xnor gates | 3.91 |
| DFF | 26.8 |
| muxes | 2.37 |
| buffers and inverters | 7.96 |
-- through the flow --
step / util (%) / hold WS, ps / power (W) / std cells / setup slack, ps
3_3_place_gp: 19.4 / 514 / 0.000351 / 194 / 819
3_5_place_dp: 19.4 / 525 / 0.000355 / 194 / 799
5_1_grt: 20.4 / 556 / 0.000574 / 198 / 952
4_1_cts: 20.4 / 534 / 0.000546 / 198 / 1070
2_1_floorplan: - / 476 / 0.000299 / 103 / 1330
6_report: 20.4 / 523 / 0.000538 / 198 / 1070
-- cells in the mapped netlist, types with 2 or more instances --
| master | number |
|---|---|
| o21ai_1 | 2 |
| nor2_1 | 7 |
| inv_1 | 19 |
| dfxtp_1 | 12 |
| a31oi_1 | 2 |
| or2_1 | 3 |
| xor2_1 | 3 |
| nor2b_1 | 5 |
| ha_1 | 19 |
| nand2_1 | 4 |
| o2111ai_1 | 2 |
| a21oi_1 | 4 |
| o21ai_0 | 4 |
| a21o_1 | 3 |
-- tightest hold or removal path, delay by kind of cell, from the launching register on --
family / cells / cell delay, ps
DFF: 1 / 330
buffers and inverters: 1 / 70
AOI/OAI and AO/OA: 1 / 70
-- placed cells by master, fill, tap and decap left out, drive strengths merged, types with 2 or more instances in the layout --
cell,synthesis,final
a21o,3,3
a21oi,4,4
a31oi,2,2
clkbuf,0,4
clkdlybuf4s50,0,16
dfxtp,12,12
ha,19,19
inv,19,19
nand2,4,4
nor2,7,7
nor2b,5,5
o2111ai,2,2
o21ai,6,6
or2,3,3
xor2,3,3
Power is estimated from default activity; no workload was simulated.
